File: ./design.v
module BCD#(parameter N=7)(
input iclk,
input irst,
input [3:0] iBCD,
output [N-1:0] oSeg
);
reg [N-1:0]rsalida_D;
reg [N-1:0]rsalida_Q;
assign oSeg=rsalida_Q; 
always @(posedge iclk )
begin
     rsalida_Q <= rsalida_D;
end 
always @ *
begin
case (iBCD)
4'd0 : rsalida_D = 7'b0000001;
4'd1 : rsalida_D = 7'b1001111;
4'd2 : rsalida_D = 7'b0010010;
4'd3 : rsalida_D = 7'b0000110;
4'd4 : rsalida_D = 7'b1001100;
4'd5 : rsalida_D = 7'b0100100;
4'd6 : rsalida_D = 7'b0100000;
4'd7 : rsalida_D = 7'b0001111;
4'd8 : rsalida_D = 7'b0000000;
4'd9 : rsalida_D = 7'b0000100;
default : rsalida_D = 7'b1111111;
endcase
end
endmodule 
module Count #(parameter N=4)(
input iclk,
input irst,
input iCE,
output [N-1:0] oSalidas,
output oflag
);
reg[N-1:0] rCount_D;
reg[N-1:0] rCount_Q;
reg rflag_Q = 1'd0;
reg rflag_D = 1'd0;
assign oSalidas = rCount_Q;
assign oflag = rflag_Q; 
always @(posedge iclk)
begin
 if (!irst)
  begin
    rCount_Q <= 4'd0;
	 rflag_Q <= 1'd0; 
   end
	else if (iCE)
	  begin
	    rCount_Q <= rCount_D;
		 rflag_Q <= rflag_D; 
	  end
	  else
	  begin
	    rCount_Q <= rCount_Q;  
		 rflag_Q <= rflag_Q; 
	  end
end
always @ *
	begin
	 if (rCount_Q == 4'd9)
	 begin
		rCount_D = 4'd0;
		rflag_D = 1'd1; 
	 end
	 else
	 begin
		rCount_D = rCount_Q + 1'd1;
		rflag_D = 1'd0; 
	 end
	end
endmodule 
module DivF(
   input iclk,
	input irst,
   output oSalidas	  
	 );
reg rSalidaS_div;
reg rSalidaC_div;
reg [25:0] rBitsC;
reg [25:0] rBitsS;
assign oSalidas = rSalidaS_div;
always @(posedge iclk)
begin
    if (!irst)
	 begin
	   rSalidaS_div= 1'd0; 
	   rBitsS <= 1'd0;
	 end 
	 else
    begin
    rSalidaS_div <= rSalidaC_div;
	 rBitsS <= rBitsC;
	 end 
end 
always @ *
begin 
     if (rBitsS==26'd50_000_000)
	  begin 
	    rSalidaC_div = 1'b1;  
	    rBitsC=26'd0;  
	  end 
	  else 
	  begin 
	    rBitsC=rBitsS + 1'b1;  
		 rSalidaC_div=  1'b0;  
	  end  
end 
endmodule
module count9999(
  input iclk,
  input irst,
  output [6:0] oSeg1,
  output [6:0] oSeg2,
  output [6:0] oSeg3,
  output [6:0] oSeg4
  );
wire wiDivFoCount;
wire wflag1;
wire wflag2;
wire wflag3;
wire wflag4;
wire [3:0] oCounter1;
wire [3:0] oCounter2;
wire [3:0] oCounter3;
wire [3:0] oCounter4; 
DivF             Module1(
.iclk (iclk),
.irst (irst),
.oSalidas ( wiDivFoCount)
);
Count  #(.N(4)) UNIDADES(  
.iclk (iclk),
.irst (irst),
.iCE (wiDivFoCount),
.oflag (wflag1),
.oSalidas (oCounter1)
);
Count  #(.N(4)) DECENAS(  
.iclk (iclk),
.irst (irst),
.iCE (wflag1),
.oflag (wflag2),
.oSalidas (oCounter2)
);
Count #(.N(4)) CENTENAS(  
.iclk (iclk),
.irst (irst),
.iCE (wflag2),
.oflag (wflag3),
.oSalidas (oCounter3)
);
Count #(.N(4))  MILLARES( 
.iclk (iclk),
.irst (irst),
.iCE (wflag3),
.oflag (wflag4),
.oSalidas (oCounter4)
);
BCD   #(.N(7))  Display1(
.iclk (iclk),
.irst (irst),
.iBCD (oCounter1),
.oSeg (oSeg1)
);
BCD   #(.N(7))  Display2(
.iclk (iclk),
.irst (irst),
.iBCD (oCounter2),
.oSeg (oSeg2)
);
BCD   #(.N(7))  Display3(
.iclk (iclk),
.irst (irst),
.iBCD (oCounter3),
.oSeg (oSeg3)
);
BCD   #(.N(7))  Display4(
.iclk (iclk),
.irst (irst),
.iBCD (oCounter4),
.oSeg (oSeg4)
);
endmodule 
File: ./run.sh
#!/bin/bash
# OpenROAD 26Q1-2900-gdf79404cd8, Yosys 0.63+post, stock flow scripts
make -C /OpenROAD-flow-scripts/flow DESIGN_CONFIG=/design/flow/config.mk WORK_HOME=/design/flow/orfs finish
File: ./config.mk
export PLATFORM = sky130hd
export DESIGN_NAME = count9999
export DESIGN_NICKNAME = count9999
export VERILOG_FILES = /design/flow/design.v
export SDC_FILE = /design/flow/constraint.sdc
export NUM_CORES = 4
export LEC_CHECK = 1
export CORE_UTILIZATION = 30
File: ./constraint.sdc
current_design count9999

set clk_period 3.9
set clk_io_pct 0.2

create_clock -name clk0 -period $clk_period [get_ports {iclk}]

set non_clock_inputs [all_inputs -no_clocks]
set_input_delay [expr $clk_period * $clk_io_pct] -clock clk0 $non_clock_inputs
set_output_delay [expr $clk_period * $clk_io_pct] -clock clk0 [all_outputs]
==> run_results.csv <==
group,metric,value,unit
synthesis,edf_count,0,
floorplan,core_area,0.0110,mm^2
setup_path,crit_type,"reg2reg",
timing,relSlewSlack,0.584,
clocking,cts.htree.levels,3,
outcome,run_status,"finished clean",
worst_hold_path,holdPathStages,2,
power,power.total,1600,uW
clocking,clkTransAtPathRegs,0.06,ns
global_route,grt_use_total,0.112,
clocking,numCtsBuffers,9,
synthesis,ys_async_sr_fraction,0,
global_route,grt_max_degree,19,
timing,slew_viol_final,0,
routing,drtPass1Iterations,4,
clocking,cts_hold_buf,0,
setup_path,r2r-start,"Module1.rBitsS[0]$_SDFF_PP0_",
setup_path,worstPathCellList,"ha_1, nand3_1, or4_4, or4_1, a21oi_1",
routing,vias,2652,
global_route,grt_pass1_vias,2436,
synthesis,ys.flop_type,"dfxtp_1",
setup_path,crit_path_top_delay_cell,"or4_4",
flow_run,maxCapViolations,0,
floorplan,die_height,109,um
timing,fin_crit_sh,0.556,
setup_path,start_kind,"flip-flop",
setup_path,worst-r2r-setup-slack,1.73,ns
timing,final-setup-viol-count,0,
floorplan,rows,38,
global_route,antenna_found_initial,0,
routing,drtIter0Drc,145,
power,power_density,389,mW/mm^2
layout,syn2layout_area_growth,19.8,%
placed_design,dp_hpwl,4040,um
synthesis,yosysTopAreaCellShare,0.430,
setup_path,worst-path-buf-inv,0,
placed_design,dp_slack,1.52,ns
timing,finalCriticalPeriod,2.17,ns
floorplan,initCoreUtil,0.312,
synthesis,syn_area,0.00344,mm^2
setup_path,cp_top_family,"simple AND/OR/NAND/NOR gates",
clocking,post_cts_buffers,0,
setup_path,worstPathRequired,4.16,ns
power,power.leakage,0.00148,uW
clocking,cts.sinks,74,
worst_hold_path,hold_start,"Module1.rBitsS[25]$_SDFF_PP0_",
routing,n_antenna_cell,0,
clocking,post_cts_resized,0,
synthesis,ys_area,0.00344,mm^2
timing,fmax,461,MHz
synthesis,syn_avg_cell_area,8.51,um^2
floorplan,die_x,109,um
synthesis,area_leaders,"dfxtp_1 (43%), ha_1 (8.0%), nand2_1 (4.9%)",
synthesis,ys_cells,405,
synthesis,yosysSeqAreaShare,0.430,
power,ir_worst_vdd,146,uV
setup_path,critPathCaptureType,"flip-flop",
routing,drt-vias-per-instance,4.64,
setup_path,reg2reg_to,"Module1.rBitsS[24]$_SDFF_PP0_",
clocking,cts_root_buffer,"clkbuf_16",
routing,antenna_left,0,
clocking,clk_latency,0.33,ns
timing,tightest_slew,0.622,ns
synthesis,common_cells,"dfxtp_1 (74), nand2_1 (45), nor2_1 (44)",
routing,wl,6110,um
flow_run,log.warning_count,42,
floorplan,top_level_ports,30,
synthesis,yosys.cell_types.count,36,
worst_hold_path,min_to,"Module1.rBitsS[25]$_SDFF_PP0_",
setup_path,slowest_delay,0.65,ns
synthesis,syn_inst,405,
worst_hold_path,hold_class,"reg2reg",
timing,setup_tns,0,ns
synthesis,yosysTopAreaCell,"dfxtp_1",
clocking,tritoncts,"yes",
clocking,clockBufferDepth,2,
global_route,gr-total-overflow,0,
routing,drc,0,
setup_path,r2r_cells,5,
global_route,grt_pass1_wl,10800,um
timing,setup_slack,1.73,ns
layout,drive_above_1_share,0.0579,
timing,final_hold_viol_count,0,
setup_path,crit_arrival,2.43,ns
setup_path,cp_max_fo,12,
placed_design,place_congestion,0.816,
timing,rsz0062_at_grt,"false",
floorplan,dieArea,0.0119,mm^2
timing,clock_skew,0.00671,ns
placed_design,portBuffers,29,
layout,post-route-util,0.374,
synthesis,ys_warn_count,3,
routing,wire_per_inst,10.7,um
synthesis,top_cell,"dfxtp_1",
synthesis,ys_ff,74,
## layout by cell type (no fill, tap or decap), types with 2 or more instances in the layout
cell type,n
a211oi_1,3
a21boi_0,6
a21oi_1,30
and2_1,5
and3_1,2
and3b_1,3
clkbuf_1,3
clkbuf_16,9
clkbuf_8,2
clkdlybuf4s50_1,29
dfxtp_1,74
ha_1,22
inv_1,21
mux2i_1,7
nand2_1,45
nand2b_1,13
nand3_1,10
nand4_1,6
nor2_1,44
nor2b_1,9
nor3_1,7
nor4_1,3
o21ai_0,27
o22ai_1,3
o31ai_1,5
or2_2,5
or3_1,8
or4_1,5
or4_4,2
xnor2_1,11
xor2_1,4
## through the flow
step	instance area, um^2	instances	hold slack, ns
2_1_floorplan	3440	405	0.442
3_3_place_gp	3830	556	0.462
3_5_place_dp	3830	556	0.473
4_1_cts	4130	572	0.487
5_1_grt	4130	572	0.504
6_report	4130	572	0.484
## power by group
group          leakage, uW  internal (uW)  switching, uW
clock network     0.000147            530            294
logic             0.000741           7.52           10.7
registers         0.000596            759           3.55
## worst min-delay path, cell delays in order (launching register included)
cell     delay (ns)
dfxtp_1        0.32
o31ai_1        0.06
a21oi_1        0.06
## routing by layer
layer	vias up	GRT usage	part of all wire
met5	-	0	0
met4	0	0.0241	0.022
met3	11	0.0158	0.035
met2	47	0.179	0.41
met1	1184	0.162	0.53
li1	1410	-	-
## cells by family after synthesis
| kind of cell | count (synthesis) | synth area share |
|---|---|---|
| AOI/OAI and AO/OA | 76 | 0.129 |
| and+or+nand+nor | 171 | 0.254 |
| adders and majority gates | 22 | 0.0799 |
| muxes | 7 | 0.0203 |
| xor gates and xnor gates | 15 | 0.0381 |
| buffers and inverters | 40 | 0.0487 |
| DFF | 74 | 0.430 |
## how the worst max path moves through the flow
stage / startpoint / endpoint / slack (ns) / cells after the start
final: Module1.rBitsS[0]$_SDFF_PP0_ / Module1.rBitsS[24]$_SDFF_PP0_ / 1.73 / 5
after CTS: Module1.rBitsS[0]$_SDFF_PP0_ / Module1.rBitsS[24]$_SDFF_PP0_ / 1.75 / 5
after global routing: Module1.rBitsS[4]$_SDFF_PP0_ / Module1.rBitsS[4]$_SDFF_PP0_ / 1.55 / 5
## flip-flops by register name (all words and copies together), names as in the netlist
register              count
Display1.rsalida_Q        7
Display2.rsalida_Q        7
DECENAS.rCount_Q          4
Display4.rsalida_Q        7
Module1.rSalidaS_div      1
CENTENAS.rflag_Q          1
Module1.rBitsS           26
UNIDADES.rCount_Q         4
UNIDADES.rflag_Q          1
Display3.rsalida_Q        7
DECENAS.rflag_Q           1
MILLARES.rCount_Q         4
CENTENAS.rCount_Q         4
## final cells by class
class                   count  area [um^2]
clock buffers              14          264
clock inverters             2         35.0
fillers                  1085         6900
inverters                  21         78.8
multi-input cells         291         1800
flip-flops and latches     74         1480
well taps                 140          175
repair buffers             30          298
Power is estimated from default activity; no workload was simulated.
